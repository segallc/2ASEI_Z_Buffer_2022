==> design/flow/design.v <==
module bresenham_fill (
    input  logic clk, 
    input  logic rst,
    input  logic req_2,
    output logic ack_2, 
    input  logic [7:0] point_out_a_x,
    input  logic [15:0] point_out_b_xy,
    input  logic [23:0] rgb,
    output logic [7:0] rdata,
    output logic [7:0] gdata,
    output logic [7:0] bdata,
    output logic [15:0] waddr,
    output logic we
); 
    typedef enum {Wait, Compare, Calc_Addr, Wait_To_Write, Write_RGB, Inc, End} fsm_t;
    fsm_t state, next_state;
    logic [7:0] x1, x2, next_x1, next_x2;
    reg [15:0] next_waddr;
    reg [7:0]  next_rdata, next_gdata, next_bdata;
    always_ff @(posedge clk) begin
        if ( rst == 1'b0 ) begin
            state   <= Wait;
            x1      <= 0;
            x2      <= 0;
            waddr   <= 0;
            rdata   <= 0;
            gdata   <= 0;
            bdata   <= 0;
        end
        else begin
            rdata  <= next_rdata;
            gdata  <= next_gdata;
            bdata  <= next_bdata;
            x1      <= next_x1;
            x2	    <= next_x2;
            waddr   <= next_waddr;
            state   <= next_state;
        end
    end
    always_comb begin
    	next_state   = state;
    	next_x1      = x1;
    	next_x2	     = x2;
    	next_waddr   = waddr;	
    	next_rdata   = rdata;
    	next_gdata   = gdata;
    	next_bdata   = bdata;
    	next_waddr   = waddr;
		ack_2        = 1'b0;
    	we 		     = 1'b0;
        case (state)
            Wait:
                if ( req_2 == 1'b1 ) begin
                    next_state = Compare;
                end
            Compare: begin
                ack_2      = 1'b1;
				next_state = Calc_Addr;
                if ( point_out_a_x[7:0] >= point_out_b_xy[15:8] ) begin
                    next_x1 = point_out_b_xy[15:8];
                    next_x2 = point_out_a_x[7:0];
                end
                else begin
                    next_x2 = point_out_b_xy[15:8];
                    next_x1 = point_out_a_x[7:0];
                end
            end
            Calc_Addr: begin
                ack_2              = 1'b1;	
                next_waddr[15:8]   = point_out_b_xy[7:0];
       	         next_waddr[7:0]    = x1;
                next_state         = Wait_To_Write;
            end
            Wait_To_Write: begin
                ack_2 = 1'b1;
                next_rdata = rgb[23:16];
                next_gdata = rgb[15:8];
                next_bdata = rgb[7:0];
                next_state = Write_RGB;
            end
            Write_RGB : begin
                ack_2        = 1'b1;
                we           = 1'b1;
                next_state   = Inc;
            end
            Inc : begin
                ack_2      = 1'b1;
                next_x1    = x1 + 1;
                if ( x1 == x2 ) begin
                    next_state = End;
                end
                else begin
                    next_state = Calc_Addr;
                end
            end 
            End: begin
               ack_2      = 1'b1;
               next_state = Wait; 
            end
            default: begin
            	we		   = 1'b0;
                ack_2      = 1'b0;
            	next_state = Wait;
            	end 
        endcase        
    end
endmodule 
==> design/flow/run.sh <==
#!/bin/bash
# OpenROAD 26Q1-2900-gdf79404cd8, Yosys 0.63+post, stock flow scripts
make -C /OpenROAD-flow-scripts/flow DESIGN_CONFIG=/design/flow/config.mk WORK_HOME=/design/flow/orfs finish
==> design/flow/config.mk <==
export PLATFORM = sky130hd
export DESIGN_NAME = bresenham_fill
export DESIGN_NICKNAME = bresenham_fill
export VERILOG_FILES = /design/flow/design.v
export SDC_FILE = /design/flow/constraint.sdc
export NUM_CORES = 4
export LEC_CHECK = 1
export CORE_UTILIZATION = 40
export SYNTH_HDL_FRONTEND = slang
==> design/flow/constraint.sdc <==
current_design bresenham_fill

set clk_period 4.9
set clk_io_pct 0.2

create_clock -name clk0 -period $clk_period [get_ports {clk}]

set non_clock_inputs [all_inputs -no_clocks]
set_input_delay [expr $clk_period * $clk_io_pct] -clock clk0 $non_clock_inputs
set_output_delay [expr $clk_period * $clk_io_pct] -clock clk0 [all_outputs]
==> results_dict.tcl <==
# metrics dict for downstream scripts
set metrics [dict create \
    status "completed" \
    yosysWarnings 0 \
    cts_hold_buffers 0 \
    drcViolationCount 0 \
    post_drt_via_cell_ratio 4.838 \
    hold_depth 1 \
    warning_count 25 \
    vias 2482 \
    root_buffer "clkbuf_8" \
    grt_pass1_vias 2119 \
    grt_first_pass_wirelength_um 10550 \
    coreArea_mm2 0.007331 \
    drtIter0Drc 70 \
    period_used_pct 62.33 \
    place_ws_ns 1.922 \
    crit_type "reg2out" \
    clk_pin_slew_ns 0.07 \
    setup.worst_path.start_class "register" \
    clk_latency_ns 0.33 \
    r2r_slack_ns 2.99 \
    finClkSkew_ns 0.008872 \
    synth_flops 63 \
    r2r-end "x1[4]$_SDFFE_PN0P_" \
    p_leak_nw 1.481 \
    worst-path-max-fanout 25 \
    reg2reg_from "state[5]$_DFF_P_" \
    maxCapViolCount 0 \
    dr.pass1.iters 4 \
    ys_seq_share_pct 41.29 \
    dieHeight_um 89.38 \
    finalHoldViolCount 0 \
    critPathArrivalTime_ns 2.07 \
    hp-class "reg2reg" \
    slew_headroom_pct 44.94 \
    fin_crit_ns 3.054 \
    hold-path-endpoint "state[0]$_DFF_P_" \
    gp_congestion 0.8080 \
    antenna_found_initial 0 \
    fp.dieW_um 89.38 \
    worstMarginPinSlew_ns 0.8248 \
    clockBufferDepth 2 \
    ys_cells 327 \
    layout-drive-gt1-share_pct 7.246 \
    drt-total-wl_um 6908 \
    grt.total_usage_pct 17.43 \
    die-area_mm2 0.007989 \
    row_count 31 \
    hold_ws_ns 0.4488 \
    syn2layout_area_growth_pct 37.57 \
    overflow 0 \
    peakVddDrop_mv 0.1390 \
    clkSinkCount 63 \
    hpwl_um 4929 \
    worstPathRequired_ns 3.92 \
    portBuffers 92 \
    power_mw 1.173 \
    max_freq_ghz 0.3274 \
    fp_util_pct 41.66 \
    avgRoutedWirePerCell_um 13.47 \
    netlist_instances 327 \
    syn_area_mm2 0.003054 \
    power.density_mw_per_mm2 279.3 \
    cts_tree "yes" \
    end_kind "output port" \
    slew_viol_final 0 \
    min-delay-start "state[3]$_DFF_P_" \
    rsz0062_at_grt "no" \
    cts_setup_buffers 0 \
    n_antenna_cell 0 \
    setup-tns-final_ns 0 \
    ctsResizeCount 0 \
    rr_worst_depth 4 \
    cts_htree_levels 3 \
    yosys_area_mm2 0.003054 \
    setup.worst_path.start "state[5]$_DFF_P_" \
    syn_area_per_cell_um2 9.340 \
    numCtsBuffers 9 \
    grt_max_degree 49 \
    ioPinCount 93 \
    ant_nets 0 \
    worst_slack_ns 1.846 \
    ys_types 40 \
    setup_viol 0 \
]
[flip-flops by register name, summed over array words and instances, names as in the netlist]
signal / flops
rdata: 8
gdata: 8
bdata: 8
state: 7
waddr: 16
x1: 8
x2: 8
[synthesized netlist by cell type (all sizes together)]
cell	count	area, µm²
a21boi	2	15.02
a21oi	19	98.85
a221o	6	60.06
a31o	1	17.52
a31oi	10	77.57
a41oi	2	17.52
and2	3	18.77
and3	11	78.82
buf	13	76.32
clkbuf	11	42.54
dfxtp	63	1261
ha	9	112.6
inv	12	45.04
mux2i	40	400.4
nand2	5	18.77
nand2b	1	6.260
nand3	24	125.1
nand3b	1	7.510
nand4	3	18.77
nor2	12	52.55
nor2b	41	256.5
nor3	1	5.000
nor4	1	6.260
o211ai	4	35.03
o21ai	21	108.9
o22ai	1	6.260
or2	1	6.260
xnor2	8	70.07
xor2	1	8.760
[report_power, final]
part	total, mW	leakage [nW]	internal (mW)	switching, mW
combinational	0.176	0.865	0.101	0.0748
sequential	0.555	0.512	0.532	0.0230
clock	0.443	0.105	0.257	0.186
total	1.17	1.48	0.890	0.284
[logic make-up (layout without fill, tap and decap cells)]
group / count (synthesis) / after routing / synth area share (%)
xor gates and xnor gates: 9 / 9 / 2.581
and+or+nand+nor: 104 / 104 / 19.66
DFF: 63 / 63 / 41.29
adders and majority gates: 9 / 9 / 3.687
muxes: 40 / 40 / 13.11
AOI/OAI and AO/OA: 66 / 66 / 14.30
buffers and inverters: 36 / 123 / 5.366
[cell type report]
cell class | count | area [µm²]
clock buffers | 11 | 151.4
clock inverters | 4 | 45.04
fillers | 625 | 3129
inverters | 12 | 45.04
multi-input cells | 228 | 1629
flip-flops and latches | 63 | 1261
well taps | 99 | 123.9
repair buffers | 96 | 945.9
[cells in the final DEF (no fill, tap or decap), drive strengths merged]
master | netlist | final
o21ai | 21 | 21
inv | 12 | 12
nor3 | 1 | 1
nand3b | 1 | 1
a41oi | 2 | 2
ha | 9 | 9
nor2b | 41 | 41
nand2 | 5 | 5
xnor2 | 8 | 8
nor4 | 1 | 1
clkinv | 0 | 3
nand4 | 3 | 3
a31oi | 10 | 10
o22ai | 1 | 1
clkdlybuf4s50 | 0 | 91
nor2 | 12 | 12
and3 | 11 | 11
a21boi | 2 | 2
bufinv | 0 | 1
nand2b | 1 | 1
buf | 13 | 5
nand3 | 24 | 24
and2 | 3 | 3
a31o | 1 | 1
clkbuf | 11 | 11
a21oi | 19 | 19
dfxtp | 63 | 63
or2 | 1 | 1
o211ai | 4 | 4
a221o | 6 | 6
xor2 | 1 | 1
mux2i | 40 | 40
[worst max path at each step]
stage	end	slack [ns]
CTS	ack_2	1.82
global route	ack_2	1.70
finish	ack_2	1.85
[layer usage]
layer | global-route usage [%] | part of all wire, % | routed length (µm) | up-vias
li1 | - | - | - | 1318
met1 | 28.23 | 52 | 3583 | 1084
met3 | 2.809 | 4.7 | 327 | 8
met2 | 25.54 | 42 | 2915 | 72
met4 | 2.742 | 1.2 | 82 | 0
met5 | 0 | 0 | 0 | -
[through the flow]
step | util, % | area [µm²] | std cells
floorplan | - | 3054 | 327
global placement | 54.63 | 4005 | 498
detailed placement | 54.63 | 4005 | 498
CTS | 57.31 | 4202 | 513
global route | 57.31 | 4202 | 513
finish | 57.31 | 4202 | 513
[critical path: stages, from the launching register on]
cell,delay [ns]
dfxtp_1,0.86
nor2_1,0.28
nand2_1,0.12
clkdlybuf4s50_1,0.48
Power figures rest on the tool's default switching activity, not on a simulated workload.
