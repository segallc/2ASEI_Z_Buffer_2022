==> design/flow/config.mk <==
export PLATFORM = sky130hd
export DESIGN_NAME = b2
export DESIGN_NICKNAME = b2
export VERILOG_FILES = /design/flow/design.v
export SDC_FILE = /design/flow/constraint.sdc
export NUM_CORES = 4
export LEC_CHECK = 1
export CORE_UTILIZATION = 30
export SYNTH_HDL_FRONTEND = slang
==> design/flow/constraint.sdc <==
current_design b2

set clk_period 8.0
set clk_io_pct 0.2

create_clock -name clk0 -period $clk_period [get_ports {clk}]

set non_clock_inputs [all_inputs -no_clocks]
set_input_delay [expr $clk_period * $clk_io_pct] -clock clk0 $non_clock_inputs
set_output_delay [expr $clk_period * $clk_io_pct] -clock clk0 [all_outputs]
==> design/flow/design.v <==
module b2 (
    input  logic clk, 
    input  logic rst,
    input  logic req_2,
    output logic ack_2, 
    input  logic [23:0] point_out_a,  
    input  logic [23:0] point_out_b, 
    input  logic [23:0] rgb,
    output logic [7:0]  rdata,
    output logic [7:0]  gdata,
    output logic [7:0]  bdata,
    output logic [15:0] waddr,
    output logic we
); 
    typedef enum {Wait, Initiate_b,Axis_b, Calc_x_b, Calc_z_b, Wait_x_b, Wait_z_b, Calc_Addr, Wait_To_Write, Write_RGB, End} fsm_t;
    fsm_t state, next_state;
    reg [15:0] next_waddr;
    reg [7:0]  next_rdata, next_gdata, next_bdata;
	logic [7:0] dx, next_dx;
	logic [7:0] dz, next_dz;
	logic [7:0] x1, next_x1;
	logic [7:0] z1, next_z1;
	logic [7:0] xs, next_xs;
	logic [7:0] zs, next_zs;
	logic [8:0] p2, next_p2, i_p2;
    logic axis, next_axis;
    always_ff @(posedge clk) begin
        if ( rst == 1'b0 ) begin
            state   <= Wait;
            waddr   <= 0;
            rdata   <= 0;
            gdata   <= 0;
            bdata   <= 0;
            dx      <= 0;
            dz      <= 0;
            x1      <= 0;
            z1      <= 0;
            xs      <= 0;
            zs      <= 0;
            p2      <= 0;
            axis    <= 0;
        end
        else begin
            rdata  <= next_rdata;
            gdata  <= next_gdata;
            bdata  <= next_bdata;
            waddr   <= next_waddr;
            state   <= next_state;
            dx      <= next_dx;
            dz      <= next_dz;
            x1      <= next_x1;
            z1      <= next_z1;
            xs      <= next_xs;
            zs      <= next_zs;
            p2      <= next_p2;
            axis    <= next_axis;
        end
    end
    always_comb begin
    	next_state   = state;
    	next_waddr   = waddr;	
    	next_rdata   = rdata;
    	next_gdata   = gdata;
    	next_bdata   = bdata;
      next_dx      = dx;
      next_dz      = dz;
      next_x1      = x1;
      next_z1      = z1;
      next_xs      = xs;
      next_zs      = zs;
      next_p2      = p2;
      next_axis    = axis;
		ack_2        = 1'b0;
    	we 		    = 1'b0;
		i_p2			 = 1'b0;
        case (state)
            Wait:
                if ( req_2 == 1'b1 ) begin
                    next_state = Initiate_b;
                end
            Initiate_b: begin
                ack_2      = 1'b1; 
				next_state = Calc_Addr;
                next_dx = (point_out_a[23:16]<point_out_b[23:16])? (point_out_b[23:16]-point_out_a[23:16])     : (point_out_a[23:16]-point_out_b[23:16]);
                next_dz = (point_out_a[7:0]<point_out_b[7:0])?     (point_out_b[7:0]-point_out_a[7:0])     : (point_out_a[7:0]-point_out_b[7:0]);
                next_xs = (point_out_a[23:16]<point_out_b[23:16])? 1 : -1;
                next_zs = (point_out_a[7:0]  <point_out_b[7:0])?   1 : -1;
                next_x1 = point_out_a[23:16];
                next_z1 = point_out_a[7:0];
                next_state = Axis_b;
            end
            Axis_b : begin
                ack_2 = 1'b1;
                if( dx >= dz) begin 
				    next_p2 = 2*dz - dx;
				    next_state = Calc_Addr;
			    end
                else begin
                    next_p2 = 2*dx - dz;
                    next_state = Calc_Addr;
                end
            end
            Calc_x_b : begin
                ack_2 = 1'b1;
                next_axis = 1'b1; 
                next_x1 = x1 + xs;
			    if(p2[8] == 1'b0) begin
			    	next_z1 = z1 + zs;
			    	i_p2 = - 2 * dx;
			    end
			    else begin
				    i_p2 = 0;
			    end
                next_p2 = p2 + i_p2 + 2 * dz;
                next_state = Calc_Addr;
            end
            Calc_z_b : begin
                ack_2 = 1'b1;
                next_axis = 1'b0;
                next_z1 = z1 + zs;
			    if(p2[8] == 1'b0) begin
				    next_x1 = x1 + xs;
				    i_p2 = - 2 * dz;
			    end 
			    else begin
				    i_p2 = 0;
			    end
			    next_p2 = p2 + i_p2 + 2 * dx;
                next_state = Calc_Addr;
            end
            Calc_Addr: begin
                ack_2              = 1'b1;	
                next_waddr[15:8]   = point_out_b[15:8];
       	        next_waddr[7:0]    = x1;
                next_state         = Wait_To_Write;
            end
            Wait_To_Write: begin
                ack_2 = 1'b1;
                next_rdata = ( rgb[23:16] < z1 )? 0 : (rgb[23:16]-z1);
                next_gdata = ( rgb[15:8] < z1 )? 0 : (rgb[15:8]-z1);
                next_bdata = ( rgb[7:0] < z1 )? 0 : (rgb[7:0]-z1);
                next_state = Write_RGB;
            end
            Write_RGB : begin
                ack_2        = 1'b1;
                we           = 1'b1;
                if(x1 == point_out_b[23:16]) begin
                    next_state = End;
                end  
                else if(axis == 1'b1) begin
                    next_state   = Calc_x_b;
                end
                else begin
                    next_state   = Calc_z_b;
                end
            end
            End: begin
               ack_2      = 1'b1;
               next_state = Wait; 
            end
            default: begin
            	we		   = 1'b0;
                ack_2      = 1'b0;
            	next_state = Wait;
            	end 
        endcase        
    end
endmodule 
==> design/flow/run.sh <==
#!/bin/bash
# OpenROAD 26Q1-2900-gdf79404cd8, Yosys 0.63+post, stock flow scripts
make -C /OpenROAD-flow-scripts/flow DESIGN_CONFIG=/design/flow/config.mk WORK_HOME=/design/flow/orfs finish
==> Slide: Implementation Results <==
Synthesis and Place & Route Summary

Place
  • Dpl hpwl: 16600 um
  • Placed cell areas: 10600 um2
  • PortBufs: 108
  • Inst Count DP: 1475
  • GP Congestion: 0.858

Floorplan
  • Row cnt: 63
  • Die width: 175 um
  • Die height: 175 um
  • FP Util: 30.5%
  • Top Ports: 117
  • Core ar.: 29600 um2
  • Chip area: 30800 um2

Setup path
  • R2r startpoint: dx[2]$_SDFFE_PN0P_
  • Crit-path most repeated cell: fa_1
  • Critical Path AT: 5.32 ns
  • Cell Chain, Critical Path: fa_1 -> ha_1 -> inv_1 -> fa_1 -> inv_1 -> fa_1 -> ha_1 -> xor2_1 -> nor2_1 -> fa_1 -> ha_1 -> a21oi_1 -> xnor2_1 -> xnor2_1 -> and3_1 -> or3_1
  • Reg2reg end: p2[8]$_SDFFE_PN0N_
  • Crit path max fanout: 8
  • Slowest cell on crit path: dfxtp_1
  • Crit. End Element: flop
  • R2R cell count: 16
  • CP peak stage delay: 0.64 ns
  • Setup crit start kind: flop
  • Reg2Reg Setup Slack: 2.92 ns
  • CP required: 8.24 ns
  • Crit Path Category: reg2reg

Worst hold path
  • End point of the worst hold path: state[2]$_DFF_P_
  • Hold Path Class: reg2reg
  • Hold wc startpoint: axis$_SDFFE_PN0N_
  • Hold Path Stages: 1

STA
  • Clock skew: 0.00955 ns
  • Relative slew slack: 46.6%
  • Maximum achievable frequency: 197 MHz
  • Worst hold slack: 0.441 ns
  • RSZ-0062 raised after global routing: no
  • Worst Tran Pin Value: 0.798 ns
  • Fin. max-slew vios: 0
  • Final hold violation count: 0
  • # setup viols final: 0
  • Minimum clock period: 5.08 ns
  • Setup TNS: 0 ns
  • Final Cycle Share: 63.5%

Route
  • WL/cell: 14.6 um
  • WL final: 21800 um
  • Vias/cell: 4.73
  • Initial DRC Count: 415
  • Antenna cells: 0
  • Vias after detailed routing: 7056
  • DRT Pass-1 Iters: 4
  • DRC viols: 0
  • Antenna Nets Post-Route: 0

CTS
  • Hold_buf cts: 0
  • Clk Latency, worst-skew pair: 0.36 ns
  • Root Buffer Master: clkbuf_16
  • CTS max path bufs: 2
  • H-tree depth: 3
  • Post-CTS Setup Repair Bufs: 0
  • CTS tree: built
  • Post-CTS Resized: 0
  • CTS Buf Count: 9
  • Num Clock Sinks: 93
  • Clock-pin slew on the worst setup and hold paths: 0.07 ns

Flow run
  • Tool Warnings: 47
  • Max cap viols: 0

Pwr
  • Peak VDD IR: 0.0000999 V
  • Total power after layout: 1.70 mW
  • Pwr Density: 157 nW/um2
  • Leak: 5.03 nW

Layout
  • Area delta synth->final: 20.3%
  • Post-Layout Inst Area: 10900 um2
  • Layout cells sized above 1: 4.18%
  • Top Layout Cells: inv_1 (132), ha_1 (130), clkdlybuf4s50_1 (107)
  • Top cell excl fill/tap: inv_1
  • Fin cells: 1491

Yosys
  • Yosys cell count: 996
  • Most common reg cell: dfxtp_1
  • Cell type with the largest total area: dfxtp_1
  • Synth Cell Area: 9020 um2
  • Mean Syn Cell Area: 9.06 um2
  • Register share after synthesis: 20.6%
  • Flip-flops with a built-in enable: 0
  • Dominant cell area share: 20.6%
  • Synth flops: 93
  • YS chip area: 9020 um2
  • Synth Instances: 996
  • Warnings, synthesis: 0
  • Distinct lib cells used: 59
  • Cell area leaders: dfxtp_1 (21%), ha_1 (18%), fa_1 (10%)
  • Asr flop ratio synth: 0%

GRT
  • All-Layer GR Usage: 15.0%
  • First-pass GRT wire length: 35900 um
  • Pin count of the biggest net entering global routing: 76
  • Initial antenna violation count: 0
  • Vias in the first global route: 6905
  • Total congestion overflow: 0

Status
  • Status: complete, no violations
==> how the worst max path moves through the flow <==
stage                      start            endpoint  slack, ns
CTS           dx[2]$_SDFFE_PN0P_  p2[8]$_SDFFE_PN0N_       2.90
global route  dx[2]$_SDFFE_PN0P_  p2[8]$_SDFFE_PN0N_       2.65
finish        dx[2]$_SDFFE_PN0P_  p2[8]$_SDFFE_PN0N_       2.92
==> metal layers <==
layer	track usage (%)	share of wire, %	vias up	routed length (um)
li1	-	-	3658	-
met1	22.4	49	3274	10600
met2	24.1	46	105	9960
met3	1.66	3.8	19	823
met4	2.21	1.6	0	346
met5	0	0	-	0
==> report_power, final <==
group,internal [mW],switching (mW)
Combinational,0.351,0.384
Clock,0.246,0.209
Sequential,0.480,0.0333
Total,1.08,0.626
==> state kept, by name (all words and copies together) (netlist names) <==
register and cells:
waddr 16, state 9, bdata 8, dx 8
dz 8, gdata 8, p2 8, rdata 8
x1 8, z1 8, xs 2, axis 1
zs 1
==> cell families after synthesis <==
| family | after synthesis | synth area share, % |
|---|---|---|
| xor+xnor | 90 | 8.89 |
| flops | 93 | 20.6 |
| simple gates | 180 | 10.5 |
| mux | 37 | 4.10 |
| fa+ha+maj | 175 | 28.0 |
| compound gates | 258 | 21.0 |
| buf+inv | 163 | 6.79 |
==> worst max-delay path: cells and delay by family (launching register included) <==
kind            cells  cell delay [ns]
compound gates      1             0.16
xor+xnor            3             0.41
fa+ha+maj           7             2.96
buf+inv             2             0.11
flops               1             0.64
simple gates        3             0.66
==> layout make-up <==
class	instances	area, um2
Fill cell	2994	18800
Multi-Input combinational cell	740	6550
Sequential cell	93	1860
Timing Repair Buffer	117	1140
Inverter	135	507
Tap cell	390	488
Clock buffer	10	229
Clock inverter	6	71.3
==> cells in the mapped netlist, types with 25 or more instances <==
| cell type | n |
|---|---|
| a21oi_1 | 54 |
| inv_1 | 132 |
| xnor2_1 | 49 |
| nor2b_1 | 43 |
| mux2i_1 | 37 |
| fa_1 | 45 |
| ha_1 | 130 |
| a21o_1 | 33 |
| clkbuf_1 | 25 |
| o21ai_0 | 27 |
| nand2_1 | 40 |
| xor2_1 | 40 |
| nor2_1 | 40 |
| dfxtp_1 | 93 |
==> metrics by stage <==
stage          worst slack [ns]  util, %
2_1_floorplan              3.26        -
3_3_place_gp               2.93     35.6
3_5_place_dp               2.91     35.6
4_1_cts                    2.90     36.6
5_1_grt                    2.65     36.6
6_report                   2.92     36.6
Power and IR drop assume default switching activity.
